### ./config.mk
export PLATFORM = sky130hd
export DESIGN_NAME = uart_control
export DESIGN_NICKNAME = uart_control
export VERILOG_FILES = /design/flow/design.v
export SDC_FILE = /design/flow/constraint.sdc
export NUM_CORES = 4
export LEC_CHECK = 1
export CORE_UTILIZATION = 50
### ./design.v
module asyn_fifo #(parameter FIFO_DEPTH=8, FIFO_WIDTH=8) (
  input w_en, w_clk, r_en, r_clk, rst_n,
  input [FIFO_WIDTH-1:0] data_in, 
  output [FIFO_WIDTH-1:0] data_out,
  output full, empty);
wire[3:0] g_rptr, g_wptr, g_rptr_sync, g_wptr_sync, b_wptr, b_rptr;
  synchronizer #(4) sync_wptr (.clk(w_clk),
                               .rst_n(rst_n),
                               .data_in(g_rptr),
                             .data_out(g_rptr_sync));
  synchronizer #(4) sync_rptr (.clk(r_clk),
                               .rst_n(rst_n),
                               .data_in(g_wptr),
                             .data_out(g_wptr_sync));
  wptr_handler #(4) wptr_h (.wclk(w_clk),
                            .wrst_n(rst_n),
                            .w_en(w_en),
                            .g_rptr_sync(g_rptr_sync),
                            .g_wptr(g_wptr),
                            .full(full),
                            .b_wptr(b_wptr));
  rptr_handler #(4) rptr_h (.rclk(r_clk),
                           .rrst_n(rst_n),
                           .r_en(r_en),
                           .g_wptr_sync(g_wptr_sync),
                           .g_rptr(g_rptr),
                           .b_rptr(b_rptr),
                           .empty(empty));
  fifo_mem #(8,8,4) fifo_m (.wclk(w_clk),
                            .rclk(r_clk),
                            .r_en(r_en),
                            .w_en(w_en),
                            .full(full),
                            .b_wptr(b_wptr),
                            .b_rptr(b_rptr),
                            .data_in(data_in),
                          .data_out(data_out));
 endmodule
module baud_gen #(parameter CLK =50_000_000, parameter baud_rate = 9600)(
  input clk, rst_n,
  output reg clk_tx, clk_rx
);
  wire [15:0] divisor;
  assign divisor = CLK/baud_rate;
  reg [15:0] counter_tx, counter_rx;
  wire [15:0] RX_DIVISOR;
  assign RX_DIVISOR = divisor/8;
  always@(posedge clk or negedge rst_n) begin
    if(!rst_n) begin
      counter_tx <= 0;
      clk_tx     <= 1'b1;
    end
    else begin
      if (counter_tx >= (divisor/2) -1) begin
        counter_tx <= 0;
        clk_tx     <= ~clk_tx;
      end
      else begin
        counter_tx <= counter_tx +1;
      end
    end
  end
  always @(posedge clk or negedge rst_n) begin
    if(!rst_n) begin
      counter_rx <= 0;
      clk_rx     <= 1'b0;
    end
    else begin
      if (counter_rx >= (RX_DIVISOR / 2) -1) begin
        counter_rx <= 0;
        clk_rx     <= ~clk_rx;
      end
      else begin
      counter_rx <= counter_rx +1;
      end
    end
  end
endmodule
module fifo_mem #(parameter FIFO_DEPTH = 8, FIFO_WIDTH = 8, PTR_WIDTH = 4) (
  input wclk, rclk, r_en, w_en, full,
  input [PTR_WIDTH-1:0] b_wptr, b_rptr,
  input [FIFO_WIDTH-1:0] data_in,
  output reg [FIFO_WIDTH-1:0] data_out
);
  reg [FIFO_WIDTH-1:0] fifo_reg [FIFO_DEPTH-1:0];
  always@(posedge wclk) begin
    if (w_en&!full) begin
      fifo_reg[b_wptr] <= data_in;
    end
  end
  always@(posedge rclk) begin
    if(r_en) begin
      data_out <= fifo_reg[b_rptr];
    end 
  end
endmodule
module receiver (
  input clk, rst_n,
  input rx_serial,
  output reg rx_dv,
  output reg [7:0] rx_data
);
  parameter IDLE = 3'b000;
  parameter START_BIT = 3'b001;
  parameter DATA_BIT = 3'b010;
  parameter STOP_BIT = 3'b011;
  parameter CLEAN = 3'b100;
  reg rx_data_b;     
  reg rx_data_reg;   
  reg [3:0] count;             
  reg [3:0] bit_counter;       
  reg [2:0] state, next_state;
  always@(posedge clk or negedge rst_n) begin
    if(!rst_n) begin
      rx_data_b   <= 1'b0;
      rx_data_reg <= 1'b0;
    end else begin
      rx_data_b   <= rx_serial;
      rx_data_reg <= rx_data_b;
    end
  end
  always@(*) begin
    if(!rst_n) begin
      state <= IDLE;
    end
    else begin
      state <= next_state;
    end
  end
  always@(posedge clk or negedge rst_n) begin
    if(!rst_n) begin
      state <= IDLE;
      rx_dv <= 1'b0;
      count <= 0;
      bit_counter <= 0;
      rx_data <= 0;
    end 
    else begin
      case (state)
        IDLE: begin
          count       <= 0;
          bit_counter <= 0;
          rx_dv       <= 1'b0;
          if(rx_data_reg == 1'b0) next_state <= START_BIT;
          else                    next_state <= IDLE;
        end
        START_BIT: begin
          rx_dv <= 1'b0;
          if(count == 4) begin
            if(rx_data_reg == 1'b0) begin
              count      <= 0;
              next_state <= DATA_BIT;
            end
            else next_state <= IDLE;
          end
          else begin
            count <= count +1;
            next_state <= START_BIT;
          end
        end
        DATA_BIT: begin
          rx_dv <= 1'b0;
          if(count == 7) begin
            count <= 0;
            rx_data[bit_counter] <= rx_data_reg;
            if(bit_counter == 7) begin
              next_state <= STOP_BIT;
              bit_counter <= 0;
            end
            else begin
              bit_counter <= bit_counter + 1;
              next_state <= DATA_BIT;
            end
          end
          else begin
            count <= count + 1;
            next_state <= DATA_BIT;
          end
        end
        STOP_BIT: begin
          if(count == 7) begin
            rx_dv <= 1'b1;
            count <= 0;
            next_state <= CLEAN;
          end
          else begin
            count <= count + 1;
            next_state <= STOP_BIT;
          end
        end
        CLEAN: begin
          next_state <= IDLE;
        end
        default: begin
          next_state <= IDLE;
        end
      endcase
    end
  end
endmodule
module rptr_handler #(parameter PTR_WIDTH = 4) (
  input rclk, rrst_n, r_en,
  input [PTR_WIDTH-1:0] g_wptr_sync,
  output reg [PTR_WIDTH-1:0] g_rptr, b_rptr,
  output reg empty
); 
  wire [PTR_WIDTH-1:0] g_rptr_next, b_rptr_next;
  wire rempty;
  assign b_rptr_next = b_rptr+(r_en & !empty);
  assign g_rptr_next = (b_rptr_next >>1)^b_rptr_next;
  always@(posedge rclk or negedge rrst_n) begin
    if(!rrst_n) begin
      b_rptr <= 0;
      g_rptr <= 0;
    end
    else begin
      b_rptr <= b_rptr_next;
      g_rptr <= g_rptr_next;
    end
  end
  always@(posedge rclk or negedge rrst_n) begin
    if(!rrst_n)  empty <= 1;
    else         empty <= rempty;
  end
  assign rempty = (g_wptr_sync == g_rptr_next);
endmodule
module synchronizer #(parameter WIDTH = 4) (
  input clk,
  input rst_n,
  input [WIDTH-1:0] data_in,
  output reg [WIDTH-1:0] data_out
);
 reg [WIDTH-1:0] q1;
 always@(posedge clk or negedge rst_n) begin
  if(!rst_n) begin
    q1 <= 0;
    data_out <= 0;
  end
  else begin
    q1 <= data_in;
    data_out <= q1;
  end
end
endmodule
module transmitter(
  input clk, rst_n, empty,
  input [7:0] data_in,
  output reg fifo_rd_en,
  output reg txd
);
 localparam IDLE = 2'b00;
 localparam READ = 2'b01;
 localparam TX   = 2'b10;
 reg [1:0] state, next_state;
 reg [9:0] shift_reg;
 reg [3:0] bit_counter;
 always@(posedge clk or negedge rst_n) begin
   if(!rst_n) begin
     state <= IDLE;
     bit_counter <= 0;
     shift_reg <= 0;
   end
   else begin
     state <= next_state;
     case(state)
      READ: begin
        shift_reg <= {1'b1, data_in, 1'b0};
        bit_counter <=0;
      end
      TX: begin
        shift_reg <= shift_reg >> 1;
        bit_counter <= bit_counter + 1;
      end
    endcase
  end
end
always@(*) begin
  case(state)
    IDLE: begin
      if(!empty) begin
        next_state <= READ;
        fifo_rd_en <= 1'b1;
      end
      else begin 
        next_state <= IDLE;
        fifo_rd_en <= 1'b0;
        txd <= 1'b1;
        fifo_rd_en <= 1'b0;
      end
    end
    READ: begin
      next_state <= TX;
      txd <= 1'b1;
      fifo_rd_en <= 1'b0;
    end
    TX: begin
      txd <= shift_reg[0];
      if(bit_counter == 9) begin
        next_state<= IDLE;
      end
      else next_state <= TX;
    end
    default: next_state <= IDLE;
  endcase
end
endmodule
module uart_control #(parameter CLK=50_000_000, parameter baud_rate = 9600) (
  input clk, rst_n, w_en, r_en, rxd,
  input  [7:0] data_in,
  output [7:0] data_out,
  output empty, full, txd
);
  wire r_en_tx, clk_tx, empty_tx;
  wire [7:0] data_tx_out;
  asyn_fifo #(8,8) fifo_tx (.w_en(w_en),
                            .w_clk(clk),
                            .r_en(r_en_tx),
                            .r_clk(clk_tx),
                            .data_in(data_in),
                            .data_out(data_tx_out),
                            .full(full),
                            .empty(empty_tx),
			    .rst_n(rst_n)	
                           );
  transmitter transmit (.clk(clk_tx),
                        .rst_n(rst_n),
                        .empty(empty_tx),
                        .data_in(data_tx_out),
                        .fifo_rd_en(r_en_tx),
                        .txd(txd)
                       );
  wire w_en_rx, clk_rx;
  wire [7:0] data_in_rx; 
  asyn_fifo #(8,8) fifo_rx (.w_en(w_en_rx),
                            .w_clk(clk_rx),
                            .r_en(r_en),
                            .r_clk(clk),
                            .rst_n(rst_n),
                            .data_in(data_in_rx),
                            .data_out(data_out),
                            .full(),
                            .empty(empty)
                          );
  receiver rec (.clk(clk_rx),
                .rst_n(rst_n),
                .rx_serial(rxd),
                .rx_dv(w_en_rx),
                .rx_data(data_in_rx)
              );
  baud_gen gen (.clk(clk),
                .rst_n(rst_n),
                .clk_tx(clk_tx),
                .clk_rx(clk_rx)
              );
endmodule
module wptr_handler #(parameter PTR_WIDTH=4) (
  input wclk, wrst_n, w_en,
  input [PTR_WIDTH-1:0] g_rptr_sync,
  output reg [PTR_WIDTH-1:0] g_wptr, b_wptr,
  output reg full
);
  wire [PTR_WIDTH-1:0] b_wptr_next;
  wire [PTR_WIDTH-1:0] g_wptr_next;
  wire wfull;
  assign b_wptr_next = b_wptr+(w_en & !full);
  assign g_wptr_next = (b_wptr_next >> 1)^b_wptr_next;
  always@(posedge wclk or negedge wrst_n) begin
    if(!wrst_n) begin
      b_wptr <= 0;
      g_wptr <= 0;
    end 
    else begin
      b_wptr <= b_wptr_next;
      g_wptr <= g_wptr_next;
    end
  end
  always@(posedge wclk or negedge wrst_n) begin
    if(!wrst_n) full <=0;
    else full <= wfull;
  end
  assign wfull = (g_wptr_next == {~g_rptr_sync[PTR_WIDTH-1:PTR_WIDTH-2], g_rptr_sync[PTR_WIDTH-3:0]});
endmodule
### ./constraint.sdc
current_design uart_control

set clk_period 2.8
set clk_io_pct 0.2

create_clock -name clk0 -period $clk_period [get_ports {clk}]

set non_clock_inputs [all_inputs -no_clocks]
set_input_delay [expr $clk_period * $clk_io_pct] -clock clk0 $non_clock_inputs
set_output_delay [expr $clk_period * $clk_io_pct] -clock clk0 [all_outputs]
### ./run.sh
#!/bin/bash
# OpenROAD 26Q1-2900-gdf79404cd8, Yosys 0.63+post, stock flow scripts
make -C /OpenROAD-flow-scripts/flow DESIGN_CONFIG=/design/flow/config.mk WORK_HOME=/design/flow/orfs finish
==> flow_metrics.py <==
# Flow results
metrics = {
    "status": {
        "outcome": "finished clean",
    },
    "cts": {
        "cts_hold_buf": 0,
        "cts-htree-levels": 3,
        "cts_tree": "built",
        "postCtsSetupBuffers": 0,
        "ctsResizeCount": 0,
        "numCtsBuffers": 9,
        "insertion_delay_ns": 0.35,
        "clockBufferDepth": 2,
        "clkTransAtPathRegs_ns": 0.07,
        "cts_root_buf": "clkbuf_16",
    },
    "setup_path": {
        "crit_chain": "clkdlybuf4s50_1 -> nor2b_1 -> ha_1 -> ha_1 -> buf_4 -> nor2_1 -> o21ai_0 -> o21ai_0 -> a211oi_1 -> a211oi_1",
        "rrSetupSlack_ns": 0.71,
        "rr_startpoint": "fifo_tx.wptr_h.full",
        "r2r_end": "fifo_tx.wptr_h.full",
        "cp.required_ns": 3.03,
        "slowest_stage": "clkdlybuf4s50_1",
        "worst-endpoint-arrival_ns": 2.57,
        "path_max_fanout": 8,
        "critPathKind": "input port to register",
        "crit_buf_inv": 2,
        "cpPeakStageDelay_ns": 0.45,
        "end_kind": "register",
        "path_delay_family": "buffers and inverters",
        "start_kind": "input port",
        "reg2regPathDepth": 9,
    },
    "drt": {
        "wl_per_cell_um": 15.5,
        "via_per_inst": 5.30,
        "ant_nets": 0,
        "drtIter0Drc": 151,
        "drt-total-wl_mm": 8.99,
        "vias": 3086,
        "num_antenna_cells": 0,
        "drcViolationCount": 0,
        "dr.pass1.iters": 4,
    },
    "power_and_ir_drop": {
        "ir_drop_mv": 0.543,
        "p_leak_nw": 2.46,
        "power_density_nw_per_um2": 775,
    },
    "synthesis": {
        "synthArstFlopShare": 0.490,
        "netlist_area_um2": 5860,
        "ys_cells": 410,
        "ys_warn_count": 13,
        "synthMostInstantiatedCell": "edfxtp_1",
        "ys.flops": 145,
        "top_area_cell": "edfxtp_1",
        "synth-edff-count": 72,
        "ff_type": "edfxtp_1",
        "synth_cell_types": 50,
        "area_leaders": "edfxtp_1, dfrtp_1, mux4_2, nand2_1, xnor2_1",
        "top_area_frac": 0.369,
        "synthCells": 410,
        "common_cells": "edfxtp_1, dfrtp_1, nand2_1",
        "ys_area_um2": 5860,
        "syn_area_per_cell_um2": 14.3,
    },
    "die": {
        "row_count": 39,
        "die_h_um": 110,
        "die_area_um2": 12200,
        "fp_util": 0.513,
        "coreArea_um2": 11400,
        "fp.dieW_um": 110,
        "ioPinCount": 24,
    },
    "placed_design": {
        "dp_slack_ns": 0.0856,
        "numPortBuffers": 14,
        "dp_hpwl_mm": 5.79,
        "dp_cells": 567,
        "gp_congestion": 0.780,
    },
    "finish": {
        "largest_reg_flops": 64,
        "drive_above_1_share": 0.125,
        "layoutNonFillerInstCount": 582,
        "area_growth_pct": 10.3,
    },
    "timing": {
        "hold_violations": 0,
        "fin_ws_ns": 0.452,
        "unclocked_regs": 43,
        "fin_crit_ns": 2.35,
        "fin_skew_ns": 0.00611,
        "fmax_mhz": 426,
        "tightest_slew_ns": 0.777,
        "untimed_endpoints": 56,
        "drv_slew": 0,
        "slew-limit-headroom": 0.476,
        "setup_viol": 0,
        "fin_tns_setup_ns": 0,
        "fin_crit_sh": 0.839,
        "rsz0062_at_grt": "false",
    },
    "grt": {
        "grt_pass1_wl_mm": 14.9,
        "groute.usage.overall": 0.179,
        "grt_overflow_total": 0,
        "grt_pass1_vias": 3019,
        "grt_max_degree": 43,
        "antenna_found_initial": 0,
    },
    "run": {
        "warnings": 27,
        "cap_violations": 0,
    },
    "worst_hold_path": {
        "hp-class": "input port to asynchronous set/reset pin",
    },
}
stage by stage:
| stage | util | total power, mW | cell area (um2) | hold slack [ns] |
|---|---|---|---|---|
| 6_report | 0.566 | 5.01 | 6460 | 0.279 |
| 4_1_cts | 0.566 | 5.09 | 6460 | 0.310 |
| 3_5_place_dp | 0.540 | 3.79 | 6160 | 0.337 |
| 5_1_grt | 0.566 | 5.33 | 6460 | 0.337 |
| 2_1_floorplan | - | 3.46 | 5900 | 0.264 |
| 3_3_place_gp | 0.540 | 3.78 | 6160 | 0.337 |
cells in the final DEF (no fill, tap or decap), types with 8 or more instances in the layout:
cell type,n
clkbuf_16,9
nand3_1,13
nor2_1,29
conb_1,12
mux4_2,16
mux2i_1,8
buf_4,15
xor2_1,15
dfrtp_1,67
nand2_1,48
o21ai_0,16
ha_1,9
xnor2_1,16
clkdlybuf4s50_1,13
edfxtp_1,72
how the worst max path moves through the flow:
stage | cells after the start | start | end | slack [ns]
after CTS | 10 | w_en | fifo_tx.wptr_h.full | 0.46
after global routing | 10 | w_en | fifo_tx.wptr_h.full | 0.28
final | 10 | w_en | fifo_tx.wptr_h.full | 0.45
metal layers:
| metal | vias to the layer above | global-route usage | share of wire |
|---|---|---|---|
| met5 | - | 0 | 0 |
| met4 | 0 | 0.0188 | 0.015 |
| met3 | 11 | 0.0683 | 0.070 |
| met2 | 72 | 0.254 | 0.47 |
| met1 | 1508 | 0.307 | 0.45 |
| li1 | 1495 | - | - |
cells by family after synthesis:
kind of cell	Yosys count	synth area share
and+or+nand+nor	119	0.0914
DFF	143	0.673
xor gates and xnor gates	32	0.0510
other	1	0.000640
buffers and inverters	35	0.0346
muxes	24	0.0752
adders and majority gates	9	0.0192
AOI/OAI and AO/OA	45	0.0498
latches	2	0.00513
power breakdown:
part           leakage [nW]  switching (mW)  internal [mW]
registers              1.57           0.313           2.30
clock network         0.149           0.560          0.705
logic                 0.735           0.586          0.545
total                  2.46            1.46           3.55
final cells by class:
type / instances / area [um2]
sequential: 145 / 3970
timing repair buffer: 29 / 248
multi-input combinational: 241 / 1720
fill: 960 / 4950
inverter: 9 / 38.8
tap: 143 / 179
clock buffer: 9 / 225
clock inverter: 6 / 76.3
Power is estimated from default activity; no workload was simulated.
